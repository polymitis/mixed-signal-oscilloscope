[./run.sh]
#!/bin/bash
# OpenROAD 26Q1-2900-gdf79404cd8, Yosys 0.63+post, stock flow scripts
make -C /OpenROAD-flow-scripts/flow DESIGN_CONFIG=/design/flow/config.mk WORK_HOME=/design/flow/orfs finish
[./config.mk]
export PLATFORM = sky130hd
export DESIGN_NAME = SCDAQ
export DESIGN_NICKNAME = SCDAQ
export VERILOG_FILES = /design/flow/design.v
export SDC_FILE = /design/flow/constraint.sdc
export NUM_CORES = 4
export LEC_CHECK = 1
export CORE_UTILIZATION = 50
[./constraint.sdc]
current_design SCDAQ

set clk_period 32.0
set clk_io_pct 0.2

create_clock -name clk0 -period $clk_period [get_ports {DAQ_Clock}]
create_clock -name clk1 -period $clk_period [get_ports {RDO_Clock}]

set non_clock_inputs [all_inputs -no_clocks]
set_input_delay [expr $clk_period * $clk_io_pct] -clock clk0 $non_clock_inputs
set_output_delay [expr $clk_period * $clk_io_pct] -clock clk0 [all_outputs]
[./design.v]
module SCDAQ (
  Reset_n,     
  DAQ_Clock,   
  DAQ_D,       
  TRG_MODE,    
  TRG_LVL,     
  RDO_Clock,   
  RDO_Add,     
  RDO_Req,     
  RDO_Ack,     
  RDO_Q,       
  RDO_Done     
);
  parameter NSAMPLES     = 512;                  
  parameter PRECISION    = 14;                   
  parameter RDO_ADD_LEN  = NSAMPLES;             
  parameter RDO_ADD_BLEN = 9;                    
  input  Reset_n;
  input                     DAQ_Clock;  
  input  [PRECISION-1:0]    DAQ_D;      
  input  [2:0]              TRG_MODE;   
  input  [PRECISION-1:0]    TRG_LVL;    
  input                     RDO_Clock;  
  input  [RDO_ADD_BLEN-1:0] RDO_Add;    
  input                     RDO_Req;    
  output                    RDO_Ack;    
  output [PRECISION-1:0]    RDO_Q;      
  input                     RDO_Done;   
  wire   [PRECISION-1:0]    DAQ_Q;
  wire                      Trigger;
  defparam SCDAQ_CTP_inst.PRECISION = PRECISION;
  SCDAQ_CTP SCDAQ_CTP_inst (
    .Reset_n    ( Reset_n   ),
    .DAQ_Clock  ( DAQ_Clock ),
    .DAQ_D      ( DAQ_D     ),
    .DAQ_Q      ( DAQ_Q     ),
    .DAQ_Trg    ( Trigger   ),
    .TRG_MODE   ( TRG_MODE  ),
    .TRG_LVL    ( TRG_LVL   ));
  defparam SCDAQ_BUF_inst.NSAMPLES  = NSAMPLES;
  defparam SCDAQ_BUF_inst.PRECISION = PRECISION;
  defparam SCDAQ_BUF_inst.RDO_ADD_LEN = RDO_ADD_LEN;
  defparam SCDAQ_BUF_inst.RDO_ADD_BLEN = RDO_ADD_BLEN;
  SCDAQ_BUF SCDAQ_BUF_inst (
    .Reset_n    ( Reset_n   ),
    .DAQ_Clock  ( DAQ_Clock ),
    .DAQ_D      ( DAQ_Q     ),
    .DAQ_Trg    ( Trigger   ),
    .RDO_Clock  ( RDO_Clock ),
    .RDO_Add    ( RDO_Add   ),
    .RDO_Req    ( RDO_Req   ),
    .RDO_Ack    ( RDO_Ack   ),
    .RDO_Q      ( RDO_Q     ),
    .RDO_Done   ( RDO_Done  ));
endmodule
module SCDAQ_BUF (
  Reset_n,    
  DAQ_Clock,  
  DAQ_D,      
  DAQ_Trg,    
  RDO_Clock,   
  RDO_Add,     
  RDO_Req,     
  RDO_Ack,     
  RDO_Q,       
  RDO_Done     
);
  parameter NSAMPLES     = 128;       
  parameter PRECISION    = 8;         
  parameter RDO_ADD_LEN  = NSAMPLES;  
  parameter RDO_ADD_BLEN = 7;         
  input  Reset_n;
  input                         DAQ_Clock;  
  input      [PRECISION-1:0]    DAQ_D;      
  input                         DAQ_Trg;    
  input                         RDO_Clock;   
  input      [RDO_ADD_BLEN-1:0] RDO_Add;     
  input                         RDO_Req;     
  output reg                    RDO_Ack;     
  output reg [PRECISION-1:0]    RDO_Q;       
  input                         RDO_Done;    
  (* syn_encoding = "user" *) reg [1:0] State_Q, State_D;
  parameter DAQ_STATE = 2'b01,  
            RDO_STATE = 2'b10;  
  (* ramstyle = "M4K, no_rw_check" *)  reg [PRECISION-1:0] RAM[RDO_ADD_LEN-1:0];
  reg [RDO_ADD_BLEN-1:0] DAQ_Add;  
  reg DAQ_Start;
  wire DAQ_Fin;  
  assign DAQ_Fin = ( DAQ_Add == 0 );
  always @ (posedge DAQ_Clock or negedge Reset_n) begin
    if (Reset_n == 1'b0) begin
      DAQ_Start <= 1'b0;
      DAQ_Add <= 'b0;  
    end
    else if ( State_D == DAQ_STATE ) begin
      if ( DAQ_Trg == 1'b1 && DAQ_Add == 0) begin
        RAM[0] <= DAQ_D;  
        DAQ_Add <= 1;  
      end
      else if ( DAQ_Add != 0 ) begin
        RAM[DAQ_Add] <= DAQ_D;  
        DAQ_Add <= DAQ_Add + 1;  
        DAQ_Start <= 1'b1;
      end
    end
  end
  always @ (posedge RDO_Clock) begin
    if (Reset_n == 1'b0) begin
      RDO_Ack <= 1'b0;
    end
    else if ( State_D == RDO_STATE ) begin
      RDO_Ack <= 1'b0;
      if ( RDO_Req == 1'b1 ) begin
        RDO_Q <= RAM[RDO_Add];  
        RDO_Ack <= 1'b1;  
      end
    end
  end
  always @ ( State_Q, DAQ_Start, DAQ_Fin, RDO_Req, RDO_Done ) begin
    State_D <= State_Q; 
    case (State_Q) 
      DAQ_STATE : begin
        if ( DAQ_Start == 1'b1  
          && DAQ_Fin == 1'b1    
          && RDO_Req == 1'b1 )  
          State_D <= RDO_STATE;  
      end
      RDO_STATE : begin
        if ( RDO_Done == 1'b1 )  
          State_D <= DAQ_STATE;  
      end
      default :  
        State_D <= DAQ_STATE;  
    endcase
  end
  always @ (posedge RDO_Clock or negedge Reset_n) begin
    if (Reset_n == 1'b0)
      State_Q <= DAQ_STATE;
    else
      State_Q <= State_D;
  end
endmodule
module SCDAQ_CTP (
  Reset_n,    
  DAQ_Clock,  
  DAQ_D,      
  DAQ_Q,      
  DAQ_Trg,    
  TRG_MODE,   
  TRG_LVL     
);
  parameter PRECISION = 8;  
  parameter NSAMPLES = 2;  
  input  Reset_n;
  input                      DAQ_Clock;  
  input      [PRECISION-1:0] DAQ_D;      
  output reg [PRECISION-1:0] DAQ_Q;      
  output reg                 DAQ_Trg;    
  input      [2:0]           TRG_MODE;   
  input      [PRECISION-1:0] TRG_LVL;    
  parameter NOTRG          = 0,  
            MODE_LVL       = 1,  
            MODE_PEDGE     = 2,  
            MODE_NEDGE     = 3,  
            MODE_LVL_PEDGE = 4,  
            MODE_LVL_NEDGE = 5;  
  reg LVL_TRG;
  reg PEDGE_TRG;
  reg NEDGE_TRG;
  reg [PRECISION-1:0] SR[NSAMPLES-1:0];
  always @ ( TRG_MODE, TRG_LVL, SR[NSAMPLES-1], SR[NSAMPLES-2],
             LVL_TRG, PEDGE_TRG, NEDGE_TRG ) begin
    LVL_TRG <= ( SR[NSAMPLES-1] >= TRG_LVL );
    PEDGE_TRG <= ( SR[NSAMPLES-1] >= SR[NSAMPLES-2] );
    NEDGE_TRG <= ( SR[NSAMPLES-1] < SR[NSAMPLES-2] );
    DAQ_Trg <= 1;
    case ( TRG_MODE )
      MODE_LVL: begin
        DAQ_Trg <= LVL_TRG;
      end
      MODE_PEDGE: begin
        DAQ_Trg <= PEDGE_TRG;
      end
      MODE_NEDGE: begin
        DAQ_Trg <= NEDGE_TRG;
      end
      MODE_LVL_PEDGE: begin
        DAQ_Trg <= LVL_TRG && PEDGE_TRG;
      end
      MODE_LVL_NEDGE: begin
        DAQ_Trg <= LVL_TRG && NEDGE_TRG;
      end
      default: begin  
        DAQ_Trg <= 1;
      end
    endcase
  end
  always @ (DAQ_D, SR[NSAMPLES-1]) begin
    SR[0] <= DAQ_D;
    DAQ_Q <= SR[NSAMPLES-1];
  end
  integer isample;
  always @ (posedge DAQ_Clock or negedge Reset_n) begin
    if (Reset_n == 1'b0) begin
      for (isample = NSAMPLES-1; isample > 0; isample = isample - 1)
        SR[isample] <= 'b0;  
    end
    else begin
      for (isample = NSAMPLES-1; isample > 0; isample = isample - 1)
        SR[isample] <= SR[isample-1];  
    end
  end
endmodule
==> impl_metrics.yaml <==
# implementation run metrics
routing:
  antenna_left: 0
  vias: 155116
  avgViaCountPerCell: 6.507
  wire_per_inst_um: 37.95
  route.final.wire_length_mm: 904.6
  drt_iter0_markers: 12944
  route.detailed.drc: 0
  drtPass1Iterations: 7
floorplan:
  initial_utilization_pct: 50.28
  core_area_um2: 525500
  chip_footprint_um2: 531400
  die_y_um: 729.0
  die_width_um: 729.0
  fp-row-count: 266
  ios: 60
worst_setup_path:
  crit_top_cell: "buf_4"
  worst-setup-path-type: "input port to flop"
  crit_path_cell_trace: "clkdlybuf4s50_1, or2_4, buf_4, buf_4, buf_4, nor3_2, buf_4, a221o_1, nor4_1, nand4_1, nor4_2, buf_4, a41oi_2"
  critPathLaunchType: "input port"
  crit_required_ns: 32.02
  setup.worst_path.end_class: "flop"
  arrival_ns: 13.44
  timing.critical_path.fanout_max: 40
  worst_path_largest_cell_delay_ns: 1.30
  cpMaxStageDelayCell: "nor4_1"
global_routing:
  largest_net_degree_at_the_start_of_global_routing: 115
  global_route_wire_length_before_repair_mm: 1239
  groute.usage.overall_pct: 38.30
  grt_antenna_before_repair: 80
  final_global_route_overflow_total: 0
  via_count_of_the_first_global_routing_pass: 158691
placement:
  detailed_place_hpwl_mm: 592.7
  buffer_ports.inserted: 58
  routabilityCongestion: 1.037
  detailedPlace.worstSlack_ns: 18.99
timing:
  worst_slew_pin_slew_ns: 1.677
  tns_setup_ns: 0
  maxSlewHeadroom_pct: -12.80
  setup_viol_count_final: 0
  grt_setup_unrepaired: "false"
  setup_ws_ns: 18.58
  final-max-slew-violation-count: 4
  timing.clock.skew_ns: 0.1050
  finalHoldViolCount: 0
synthesis:
  synth.top_cells.by_area: "edfxtp_1 82%, a22oi_1 7.0%, a221o_1 1.8%"
  avgSynthCellArea_um2: 17.94
  synth_area_leader_cell: "edfxtp_1"
  synth.yosys.warnings: 4
  ys_chip_area_um2: 264300
  netlist-cell-type-count: 69
  synthCells: 14728
  synth_async_sr_flop_share_pct: 0.3607
  yosysCellCount: 14728
  yosysMostFrequentCell: "edfxtp_1"
  postSynthSeqShare_pct: 81.87
  synth-edff-count: 7182
  synth_flops: 7209
  yosys_most_used_dff: "edfxtp_1"
  synthDominantCellAreaShare_pct: 81.61
  yosys-top-cells-count: "7182 x edfxtp_1, 2458 x a22oi_1, 875 x nand2_1, 646 x nor2_1, 605 x clkbuf_1"
  post_synth_instance_area_um2: 264300
clock_network:
  clkSlewWorstSetupHoldPaths_ns: 0.09
  post_cts_setup_driven_buffer_insertion_count: 0
  cts_tree: "yes"
  cts_repair_resize_count: 0
  cts.hold.buffers_added: 0
  clock_sinks: 7209
cells_and_area:
  area_growth_pct: 16.16
  share_of_final_layout_standard_cells_stronger_than_drive_strength_1_pct: 17.84
power:
  total_power_divided_by_cell_area_nw_per_um2: 61.16
  power.ir.vdd_worst_mv: 0.06589
  power_leakage_nw: 99.16
  fin_total_pwr_mw: 18.77
outcome:
  outcome: "complete, but fails checks"
  failed_checks: "max-capacitance violations, max-slew violations"
job:
  maxCapViolCount: 2
  warning_count: 41
worst_hold_path:
  hold_class: "flop to flop"
-- path summary, 6_finish.rpt --
check                                             endpoint  cells after the start  slack [ns]                       from
worst max-delay path               SCDAQ_BUF_inst.RDO_Q[8]                     13       18.58                 RDO_Add[1]
worst min-delay path             SCDAQ_BUF_inst.DAQ_Add[0]                      4        0.13  SCDAQ_BUF_inst.State_Q[1]
worst max register to register  SCDAQ_BUF_inst.RAM[299][3]                     15       26.30  SCDAQ_BUF_inst.DAQ_Add[4]
worst min register to register   SCDAQ_BUF_inst.DAQ_Add[0]                      4        0.13  SCDAQ_BUF_inst.State_Q[1]
max in group clk0               SCDAQ_BUF_inst.RAM[299][3]                     12       22.31                   RDO_Done
max in group asynchronous        SCDAQ_BUF_inst.State_Q[0]                      2       25.47                    Reset_n
min in group clk1                   SCDAQ_BUF_inst.RDO_Ack                      2        0.54     SCDAQ_BUF_inst.RDO_Ack
min in group asynchronous          SCDAQ_CTP_inst.SR[1][8]                      2        5.32                    Reset_n
-- logic make-up (layout without fill, tap and decap cells) --
family                   count (synthesis)  in the layout  synth area share (%)
AND/OR/NAND/NOR                       3005           3005                 5.485
AND-OR/OR-AND                         3666           3666                 11.20
other                                    0             91                     0
multiplexers                             1              1              0.003788
adder cells (fa/ha/maj)                 34             34                0.1610
flip-flops                            7209           7209                 81.87
buffers and inverters                  807           2858                 1.259
XOR/XNOR                                 6              6               0.01989
-- where the power goes --
group | internal, mW | total (mW) | switching [mW]
Clock | 4.44 | 7.99 | 3.56
Sequential | 10.4 | 10.4 | 0.0132
Combinational | 0.0627 | 0.380 | 0.318
-- placed cells by master, fill, tap and decap left out, drive strengths merged, types with 50 or more instances in the layout --
master	netlist	routed
nor3	576	576
a22o	537	537
nor4	385	385
clkinv	1	316
edfxtp	7182	7182
buf	169	1485
nand3	72	72
clkbuf	605	909
nand4	291	291
and4	50	50
a221o	478	478
nand2	875	875
a22oi	2458	2458
diode	0	91
clkdlybuf4s50	0	56
nor2	652	652
-- critical path: cells and delay by family --
family	cells	cell delay, ns
AND-OR/OR-AND	2	0.48
buffers and inverters	6	3.13
AND/OR/NAND/NOR	5	3.23
-- state kept, by name (all words and copies together), names as in the netlist --
signal,flops
SCDAQ_BUF_inst.RAM,7168
SCDAQ_BUF_inst.RDO_Q,14
SCDAQ_CTP_inst.SR,14
SCDAQ_BUF_inst.DAQ_Add,9
SCDAQ_BUF_inst.State_Q,2
SCDAQ_BUF_inst.DAQ_Start,1
SCDAQ_BUF_inst.RDO_Ack,1
-- per-stage QoR --
| step | util [%] | instances | area [um^2] | hold WS (ns) |
|---|---|---|---|---|
| finish | 58.41 | 23838 | 306900 | 0.1256 |
| global placement | 54.12 | 22460 | 284400 | 0.4844 |
| CTS | 58.36 | 23746 | 306700 | 0.07111 |
| floorplan | - | 14728 | 264300 | 0.4622 |
| global route | 58.38 | 23781 | 306800 | 0.1102 |
| detailed placement | 54.13 | 22463 | 284500 | 0.4891 |
-- layer usage --
| layer | GRT usage (%) | share of wire [%] | wire length (um) | up-vias |
|---|---|---|---|---|
| li1 | - | - | - | 64886 |
| met3 | 32.24 | 20 | 180000 | 2215 |
| met2 | 50.27 | 43 | 393300 | 11097 |
| met4 | 17.29 | 6.2 | 55910 | 142 |
| met1 | 46.04 | 30 | 270400 | 76776 |
| met5 | 8.681 | 0.55 | 4956 | - |
-- layout make-up --
type                       instances  area (um^2)
timing repair buffer            1542        11820
tap                             6968         8718
antenna                           91        227.7
fill                           37889       218600
sequential                      7209       216400
inverter                          33        123.9
clock buffer                     908        18860
multi-input combinational       6712        47420
clock inverter                   375         3383
Power figures rest on the tool's default switching activity, not on a simulated workload.
